`design/flow/design.v`:
```
module xcvr_control (
	input 				sys_clk,
	input 				sys_nrst,
	output reg [2:0] 	LED,
	input 				wr_rdy,
	input				rd_rdy,
	input				ft_data_valid,
	input				ft_done,
	input [31:0]		rd_data,
	output reg			wr_req,
	output reg			rd_req,
	output reg [9:0]	rd_word_cnt,
	output reg [31:0] 	wr_data,
	input 				fifo_empty,
	input				fifo_full,
	input 				fifo_almost_empty,
	output reg 			fifo_wr_req,
	output reg			fifo_sync_rst,
	output reg [15:0] 	fifo_wr_data,
	output reg			debug_check_fifo,
	output reg			debug_fill_fifo,
	input 		 		program_done,
	input				verify_done,
	input 				program_error,
	input 				spi_violation_err,
	input 				spi_process_err,
	output reg [15:0]	programmer_command
);
reg [7:0] 	cmd_opcode;
reg	[23:0]	cmd_data;
reg [9:0]	fifo_written_cnt;
reg [4:0] 	wait_cnt;
localparam 	WAIT_DELAY = 5'd31;
reg [29:0] 	blink_cnt;
reg [6:0] 	main_FSM;
localparam 	s_IDLE 			= 7'b000_0001,
			s_READ_CMD  	= 7'b000_0010,
			s_EXEC_CMD 		= 7'b000_0100,
			s_FILL_FIFO		= 7'b001_0000,
			s_SEND_FIFO_CNT	= 7'b010_0000,
			s_WAIT_DONE 	= 7'b100_0000;
always@(posedge sys_clk) begin
	if(!sys_nrst) begin
		LED <= 0;
		wr_req <= 0;
		rd_req <= 0;
		wr_data <= 0;
		rd_word_cnt <= 0;
		fifo_wr_req	<= 0;
		fifo_wr_data <= 0;
		fifo_sync_rst <= 0;
		cmd_opcode <= 0;
		cmd_data <= 0;
		programmer_command <= 0;
		wait_cnt <= 0;
		blink_cnt <= 0;
		fifo_written_cnt <= 0;
		main_FSM <= s_IDLE;
		debug_check_fifo <= 0;
		debug_fill_fifo <= 0;
	end
	else begin
		wr_req <= 0;
		rd_req <= 0;
		fifo_wr_req <= 0;
		fifo_sync_rst <= 0;
		debug_check_fifo <= 0;
		debug_fill_fifo <= 0;
		if(blink_cnt == 30'd50_000_000) begin
			LED[0] <= ~LED[0];
			blink_cnt <= 0;
		end
		else
			blink_cnt <= blink_cnt + 1'b1;
		case(main_FSM)
			s_IDLE: begin
				if(rd_rdy) begin
					rd_req <= 1'b1;
					rd_word_cnt <= 10'd1;
					main_FSM <= s_READ_CMD;
				end
				else begin
					programmer_command <= 0;
					cmd_opcode <= 0;
					cmd_data <= 0;
					fifo_written_cnt <= 0;
					wait_cnt <= 0;
					main_FSM <= s_IDLE;
				end
			end
			s_READ_CMD: begin
				if(ft_done) begin
					cmd_opcode <= rd_data[7:0];
					cmd_data  <= rd_data[31:8];
					main_FSM <= s_EXEC_CMD;
				end
				else begin
					main_FSM <= s_READ_CMD;
				end
			end
			s_EXEC_CMD: begin
				case(cmd_opcode)
					8'd1: begin 	 
						LED[1] <= cmd_data[0];
						LED[2] <= cmd_data[1];
						main_FSM <= s_IDLE;
					end
					8'd2: begin 	 
						debug_fill_fifo <= 1;
						if(rd_rdy) begin
							rd_word_cnt <= cmd_data[9:0];
							rd_req <= 1'b1;
							fifo_written_cnt <= 0;
							main_FSM <= s_FILL_FIFO;
						end
						else
							main_FSM <= s_EXEC_CMD;
					end
					8'd4: begin 	 
						debug_check_fifo <= 1;
						if(wr_rdy) begin
							wr_data[7:0] <= {spi_process_err, spi_violation_err, program_error, program_done, verify_done, 
												fifo_almost_empty, fifo_empty, fifo_full};
							wr_data[31:8] <= 0;
							wr_req <= 1'b1;
							main_FSM <= s_WAIT_DONE;
						end
						else 
							main_FSM <= s_EXEC_CMD;
					end
					8'd6: begin 	 
						programmer_command <= cmd_data[15:0];
						main_FSM <= s_IDLE;
					end
					8'd8: begin 	 
						fifo_sync_rst <= 1'b1;
						main_FSM <= s_IDLE;
					end
					default: main_FSM <= s_IDLE;
				endcase
			end
			s_FILL_FIFO: begin
				if(ft_data_valid) begin
					fifo_wr_req <= 1'b1;
					fifo_wr_data <= rd_data[15:0];
					fifo_written_cnt <= fifo_written_cnt + 1'b1;
					if(ft_done) begin
						main_FSM <= s_SEND_FIFO_CNT;
					end
				end
				else
					main_FSM <= s_FILL_FIFO;
			end
			s_SEND_FIFO_CNT: begin
				if(wr_rdy) begin
					wr_data[9:0] <= fifo_written_cnt;
					wr_req <= 1'b1;
					main_FSM <= s_WAIT_DONE; 
				end
				else 
					main_FSM <= s_SEND_FIFO_CNT;
			end
			s_WAIT_DONE: begin
				if(ft_done) begin
					main_FSM <= s_IDLE;
				end
				else
					main_FSM <= s_WAIT_DONE;
			end
			default:
				main_FSM <= s_IDLE;
		endcase
	end
end
endmodule
```
`design/flow/run.sh`:
```
#!/bin/bash
# OpenROAD 26Q1-2900-gdf79404cd8, Yosys 0.63+post, stock flow scripts
make -C /OpenROAD-flow-scripts/flow DESIGN_CONFIG=/design/flow/config.mk WORK_HOME=/design/flow/orfs finish
```
`design/flow/config.mk`:
```
export PLATFORM = sky130hd
export DESIGN_NAME = xcvr_control
export DESIGN_NICKNAME = xcvr_control
export VERILOG_FILES = /design/flow/design.v
export SDC_FILE = /design/flow/constraint.sdc
export NUM_CORES = 4
export LEC_CHECK = 1
export CORE_UTILIZATION = 30
```
`design/flow/constraint.sdc`:
```
current_design xcvr_control

set clk_period 6.2
set clk_io_pct 0.2

create_clock -name clk0 -period $clk_period [get_ports {sys_clk}]

set non_clock_inputs [all_inputs -no_clocks]
set_input_delay [expr $clk_period * $clk_io_pct] -clock clk0 $non_clock_inputs
set_output_delay [expr $clk_period * $clk_io_pct] -clock clk0 [all_outputs]
```
==> run summary <==
Total die size - 0.0192 mm²
Placed inst area - 0.00667 mm²
Initial antenna violation count - 0
Via Count - 4,788
Area Overhead vs Synth - 29.2%
TNS Setup - 0 ns
Die x size - 138 µm
Core Region - 0.0181 mm²
Post-CTS Setup Bufs - 0
# resized after CTS - 0
Post-DR wirelength/cell - 13.7 µm
Crit-path cells - clkdlybuf4s50_1 -> buf_4 -> inv_2 -> buf_4 -> nor4_1 -> a31o_2
Worst Hold Class - reg -> reg
GRT Total Usage - 0.144
Tmin final - 3.08 ns
Area leader, netlist - dfxtp_1
Num ports - 129
Layout cells sized above 1 - 0.0684
Top cells by area - dfxtp_1, nand3_1, nand2_1, a21oi_1, nor2_1
Hold Vio Cnt, Final - 0
RR Startpoint - main_FSM[3]
Sequential share of the synthesized area - 0.470
Synthesized registers - 131
DR vias/cell - 4.84
Worst reg2reg setup slack - 3.83 ns
DRC viols - 0
Kind of critical path - in -> reg
Vias in the first global route - 4,300
RSZ-0062 raised after global routing - false
Peak VDD IR - 0.174 mV
Final worst-path cycle share - 0.497
CP max-delay cell - inv_2
Worst-path clk slew - 0.05 ns
Worst Setup Start Kind - input port
R2r worst-path depth - 4
Status - finished, final reports clean
Share of flip-flops with an asynchronous set or reset - 0
Fill count - 1,765
Max Slew Vio Count - 0
Reg2reg end - fifo_written_cnt[8]
Ant. Diodes - 0
Cells after Synth - 665
Cts hold-fix bufs - 0
Netlist cell types - 56
Final instance area - 0.00722 mm²
TritonCTS clock tree - yes
Routability Congestion - 0.851
Syn_area_per_cell - 8.40 µm²
Mapped cell area - 0.00558 mm²
Die Y - 138 µm
Ys flop type - dfxtp_1
Area leader share - 0.470
Final wirelength - 13,500 µm
Critical Path RT - 6.50 ns
Final core occ - 0.399
Log Warnings - 34
Fmax - 324 MHz
Peak per-stage delay on the critical path - 0.56 ns
CTS Buf Count - 17
Pre-antenna DRT Iters - 22
Post-synth EDFFs - 0
Total congestion overflow - 0
Latest clock arrival within the worst-skew pair - 0.41 ns
Final Hold Slack - 0.452 ns
Top-count cell post-synth - dfxtp_1
Hpwl dp - 8910 µm
Max_slew headroom - 0.472
Post-synth top cells - dfxtp_1, nand2_1, nand3_1
Critical path origin - sys_nrst
Setup Skew - 0.00824 ns
Clock Sinks - 131
Maximum root-to-sink buffer count - 2
Pin count of the biggest net entering global routing - 49
Clock H-tree levels - 4
Iter 0 DRT Violations - 326
Number of port buffers - 98
Worst slew pin tran - 0.789 ns
Yosys-reported design area after synthesis - 0.00558 mm²
Root Buffer - clkbuf_16
Critical Path Fanout Max - 48
Core Util at FP - 0.309
Final Setup Violations - 0
Post-route setup slack - 3.12 ns
Setup slack after placement - 2.64 ns
Synthesis Warnings - 1
Pwr Density - 266 mW/mm²
First-pass GRT wire length - 22,200 µm
Yosys Instances - 665
Crit path capture - fifo_written_cnt[3]
Remaining antenna violation count - 0
Crit end category - register
CP most frequent cell - buf_4
Max-Cap Viols - 0
Critical Path AT - 3.39 ns
FP Rows - 49
Pleak - 2.40 nW
==> state kept, by name (all words and copies together), names as in the netlist, 3 cells and up <==
| register | cells |
|---|---|
| LED | 3 |
| blink_cnt | 30 |
| cmd_data | 16 |
| cmd_opcode | 8 |
| fifo_wr_data | 16 |
| fifo_written_cnt | 10 |
| main_FSM | 6 |
| programmer_command | 16 |
| rd_word_cnt | 10 |
| wr_data | 10 |
==> metrics by stage <==
stage                     std cells  total power [W]
after global placement          958          0.00101
final                           989          0.00192
after CTS                       989          0.00194
after detailed placement        958          0.00101
after global routing            989          0.00200
after floorplan                 686         0.000959
==> power breakdown <==
| group | total (W) | switching (W) | internal [W] |
|---|---|---|---|
| Clock | 0.000930 | 0.000341 | 0.000589 |
| Sequential | 0.000868 | 0.0000134 | 0.000855 |
| Combinational | 0.000121 | 0.0000685 | 0.0000525 |
==> cells by family after synthesis <==
group,share of synthesized area
adder cells (fa/ha/maj),0.00672
other,0.000672
XOR/XNOR,0.0361
multiplexers,0.0217
AND/OR/NAND/NOR,0.265
AND-OR/OR-AND,0.129
buffers and inverters,0.0719
flip-flops,0.470
==> final cells by class <==
class	count	area, µm²	area share
clock inverters	5	50.0	0.00693
inverters	15	56.3	0.00780
clock buffers	26	499	0.0692
multi-input cells	475	2650	0.367
repair buffers	108	1060	0.146
flip-flops and latches	131	2620	0.363
well taps	229	287	0.0397
==> layout by cell type (no fill, tap or decap), types with 5 or more instances in the layout <==
master,n
a211oi_1,8
a21oi_1,61
a31oi_1,5
a32o_1,9
and2_1,5
and3_1,6
buf_4,10
clkbuf_1,5
clkbuf_16,17
clkdlybuf4s50_1,98
conb_1,22
dfxtp_1,131
inv_1,14
mux2i_1,11
nand2_1,85
nand2b_1,21
nand3_1,64
nand4_1,9
nor2_1,59
nor3_1,15
nor4_1,8
nor4b_1,5
o21a_1,5
o21ai_0,10
xnor2_1,19
==> routing by layer <==
layer | routed length, µm | part of all wire | track usage
met1 | 6680 | 0.49 | 0.223
met5 | 0 | 0 | 0
met2 | 6060 | 0.45 | 0.219
met3 | 722 | 0.053 | 0.0318
met4 | 76 | 0.0056 | 0.0124
==> critical path, delay by kind of cell <==
family	cells	cell delay, ns
AND-OR/OR-AND	1	0.23
buffers and inverters	4	1.77
AND/OR/NAND/NOR	1	0.12
==> how the worst min path moves through the flow <==
stage / start / endpoint / slack [ns] / cells after the start
final: cmd_data[10] / cmd_data[10] / 0.45 / 2
after global routing: cmd_data[10] / cmd_data[10] / 0.47 / 2
after CTS: fifo_wr_data[12] / fifo_wr_data[12] / 0.45 / 2
Power and IR drop assume default switching activity.
