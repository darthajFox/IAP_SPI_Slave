## design/flow/constraint.sdc

```tcl
current_design spi_xcvr

set clk_period 3.2
set clk_io_pct 0.2

create_clock -name clk0 -period $clk_period [get_ports {sys_clk}]

set non_clock_inputs [all_inputs -no_clocks]
set_input_delay [expr $clk_period * $clk_io_pct] -clock clk0 $non_clock_inputs
set_output_delay [expr $clk_period * $clk_io_pct] -clock clk0 [all_outputs]
```

## design/flow/design.v

```verilog
module spi_xcvr #(
		parameter CLK_RATIO = 3
	)
(	
	input 				sys_clk,
	input 				sys_nrst,
	input 				enable,
	input 				wr_req,
	input [7:0] 		wr_data,
	output reg 			busy,
	output reg 			done,
	output reg [7:0] 	rd_data,
	input 				MISO,
	output	 			SCK,
	output reg 			MOSI,
	output reg 			NSS
);
reg 		transmit_en;
reg [7:0]	wr_data_reg;
reg [3:0] 	bit_cnt;
reg [3:0] 	spi_FSM;
localparam 	s_IDLE 	= 4'b0001,  
			s_WAIT	= 4'b0010,
			s_TRSMT	= 4'b0100;
always@(posedge sys_clk) begin
	if(!sys_nrst) begin
		busy <= 0;
		done <= 0;
		NSS <= 1'b1;
		transmit_en <= 0;
		spi_FSM <= s_IDLE;
	end
	else begin
		done <= 0;
		case(spi_FSM) 
			s_IDLE: begin
				if(enable) begin
					NSS <= 0;
					if(wr_req) begin
						transmit_en <= 1'b1;
						wr_data_reg <= wr_data;
						busy <= 1'b1;
						spi_FSM <= s_TRSMT;
					end
					else
						spi_FSM <= s_WAIT;
				end
				else begin
					NSS <= 1'b1;
					transmit_en <= 0;
					spi_FSM <= s_IDLE;
				end
			end
			s_WAIT: begin   
				if(enable & wr_req) begin
					transmit_en <= 1'b1;
					busy <= 1'b1;
					wr_data_reg <= wr_data;
					spi_FSM <= s_TRSMT;
				end
				else 
				if(!enable) begin
					spi_FSM <= s_IDLE;
				end
				else
					spi_FSM <= s_WAIT;
			end
			s_TRSMT: begin
				if(bit_cnt == 4'd8) begin
					busy <= 0;
					done <= 1'b1;
					transmit_en <= 0;
					if(enable) begin
						spi_FSM <= s_WAIT;
					end
					else begin
						spi_FSM <= s_IDLE;
					end
				end
				else
					spi_FSM <= s_TRSMT;
			end
		endcase
	end
end
reg 		SCK_reg;
reg [$clog2(CLK_RATIO-1):0] clk_cnt;
assign SCK = SCK_reg || NSS;
always@(posedge sys_clk) begin
	if(NSS) begin
		SCK_reg <= 1'b1;
		clk_cnt <= 0;
		MOSI <= 0;
		bit_cnt <= 0;
	end
	else begin
		if(bit_cnt == 4'd8) begin
			bit_cnt <= 0;
		end
		if(clk_cnt == (CLK_RATIO - 1'b1)) begin
			clk_cnt <= 0;
			if(transmit_en) begin
				SCK_reg <= !SCK_reg;
				if(SCK_reg) begin  
					MOSI <= wr_data_reg[7 - bit_cnt];
				end
				if(!SCK_reg) begin  
					rd_data <= {rd_data[6:0], MISO};
					bit_cnt <= bit_cnt + 1'b1;
				end
			end
		end
		else
			clk_cnt <= clk_cnt + 1'b1;
	end
end
endmodule
```

## design/flow/run.sh

```bash
#!/bin/bash
# OpenROAD 26Q1-2900-gdf79404cd8, Yosys 0.63+post, stock flow scripts
make -C /OpenROAD-flow-scripts/flow DESIGN_CONFIG=/design/flow/config.mk WORK_HOME=/design/flow/orfs finish
```

## design/flow/config.mk

```make
export PLATFORM = sky130hd
export DESIGN_NAME = spi_xcvr
export DESIGN_NICKNAME = spi_xcvr
export VERILOG_FILES = /design/flow/design.v
export SDC_FILE = /design/flow/constraint.sdc
export NUM_CORES = 4
export LEC_CHECK = 1
export CORE_AREA = 10 10 93 93
export DIE_AREA = 0 0 103 103
```

==> impl_metrics.ini <==
; flow metrics
[run_status]
outcome = complete, no violations

[drt]
vias_per_cell = 3.87
final_antenna_net_count = 0
drt_wl_total_um = 2230
post_drt_wl_per_cell_um = 10.8
first_pass_iters = 2
diodes = 0
drc = 0
vias = 802
drt_iter0_drc = 67

[floorplanning]
fp_util_pct = 18.4
fp.coreArea_um2 = 6760
io_pins = 26
die_w_um = 103
row_count = 30
die_y_um = 103
dieArea_um2 = 10600

[power]
vdd_drop_max_v = 0.000234
p_leak_nw = 0.597
p_total_w = 0.000784
powerDensity_nw_per_um2 = 476

[run]
drv_cap = 0
openroad.warnings = 26

[critical_path]
crit_arrival_ps = 1550
r2r_start = clk_cnt[0]$_SDFF_PP0_
start_kind = flop
setup.worst_path.end_class = output port
worstReg2RegEnd = rd_data[6]$_DFFE_PP_
cp-startpoint = NSS$_SDFFE_PN1P_
endpoint = SCK
r2r_setup_slack_ps = 1560
cp.required_ps = 2560
reg2reg_depth = 4
critPathKind = flop to output port
worstPathMaxFanout = 13

[layout]
lay_top_count = clkdlybuf4s50_1
instances_no_fill = 207
logic_area_um2 = 410
lay_top_cells = clkdlybuf4s50_1 (25), edfxtp_1 (16), dfxtp_1 (15)
fillers = 713
syn2layout_area_growth_pct = 32.9
flop_area_um2 = 781
drive_above_1_share_pct = 10.2

[sta]
setup_violations = 0
fmax_ghz = 0.456
hold_ws_ps = 416
slew_headroom_pct = 55.4
clock_skew_ps = 4.12
tns_ps = 0
tightestPinTransition_ps = 666
fin_crit_sh_pct = 68.5
hold_viol = 0
min_period_ps = 2190
slew_violations = 0
grt_setup_unrepaired = false

[global_routing]
antenna_found_initial = 0
grt_overflow = 0
grt_pass1_vias = 768
grt_pass1_wl_um = 3630
grt_max_degree = 14
grt_use_total_pct = 4.32

[logic_synthesis]
syn-cell-area_um2 = 1240
edf_count = 16
yosys-top-cells-area = edfxtp_1 (39%), dfxtp_1 (24%), ha_1 (3.0%)
yosys.area.top_type = edfxtp_1
ys_warn_count = 1
syn_area_per_cell_um2 = 12.8
yosysChipArea_um2 = 1240
top_cell_area_share_pct = 38.7
ys_cells = 97
yosys.stat.seqShare_pct = 63.0
synthCells = 97
flop_cell = edfxtp_1
ys.flops = 31
async_reset_ff_share_pct = 0
synth.distinct_cells = 34

[placement]
dp.cells = 199
dpl.hpwl_um = 1660
numPortBuffers = 25
place_congestion = 0.773

[clock_network]
cts_buffer_depth = 2
cts.sinks = 31
ctsHoldBuffers = 0
clk_latency_ps = 270
cts_tree = yes
cts_root_buffer = clkbuf_8
post_cts_buffers = 0
clkTransAtPathRegs_ps = 60
cts_resized = 0
cts_buffers = 5
htreeDepth = 2

[worst_hold_path]
hold_path.class = flop to flop
min_from = clk_cnt[0]$_SDFF_PP0_
[through the flow]
stage	util, %	worst slack (ps)	cell area [um2]
after floorplan	-	1770	1240
after global placement	23.0	1130	1560
after detailed placement	23.0	1120	1560
after CTS	24.4	997	1650
after global routing	24.4	893	1650
final	24.4	1010	1650
[power breakdown]
part | switching, W | total (W) | internal, W
Combinational | 0.0000132 | 0.0000391 | 0.0000258
Clock | 0.000136 | 0.000309 | 0.000173
Sequential | 0.00000930 | 0.000435 | 0.000426
Total | 0.000159 | 0.000784 | 0.000625
[final cells by class]
| cell class | count | area share [%] |
|---|---|---|
| clock buffers | 7 | 5.24 |
| inverters | 4 | 0.911 |
| clock inverters | 1 | 0.304 |
| flip-flops and latches | 31 | 47.4 |
| repair buffers | 25 | 15.2 |
| well taps | 80 | 6.07 |
| multi-input cells | 59 | 24.9 |
[synth_stat cells (all sizes together) (2+ instances only)]
library cell	number
a21oi	6
and3b	2
nor2	7
or3	2
buf	3
nand2	5
and3	2
nand3	3
o211a	2
nor3	3
o21ai	3
or2	2
dfxtp	15
a21boi	2
nand2b	2
nand3b	3
ha	3
inv	4
edfxtp	16
[cells by family after synthesis]
logic type	synth area share, %
fa+ha+maj	3.03
xor+xnor	0.706
flops	63.0
compound gates	10.1
simple gates	15.4
buf+inv	3.93
mux	3.83
[worst max-delay path, stage by stage (launching register included)]
cell and delay [ps]:
dfxtp_1 600, or2_2 200, clkdlybuf4s50_1 470
[layer usage]
metal | GRT usage (%) | up-vias | wire length (um)
met2 | 6.05 | 23 | 876
met1 | 6.28 | 361 | 1190
met5 | 0 | - | 0
met3 | 1.76 | 4 | 145
li1 | - | 414 | -
met4 | 0.642 | 0 | 19
[worst min path at each step]
stage	cells past startpoint	to
finish	1	clk_cnt[0]$_SDFF_PP0_
global route	1	clk_cnt[0]$_SDFF_PP0_
CTS	1	clk_cnt[0]$_SDFF_PP0_
