**flow/design.v**
```verilog
module ftdi_xcvr(
	input 			ft_clk,
	input 			sys_nrst,
	input 			TXE_N,
	input 			RXF_N,
	output reg  	OE_N,
	output reg		RD_N,
	output reg 		WR_N,
	inout [3:0] 	BE,
	inout [31:0]	DATA,
	input				rd_req,
	input 				wr_req,
	input [31:0]		wr_data,
	input [9:0]			rd_word_cnt,
	output 				wr_rdy,
	output 				rd_rdy,
	output reg [31:0]	rd_data,
	output reg			done,				
	output reg 			busy,
	output reg  		data_valid
);
localparam 	SIG_DELAY = 6;
reg [SIG_DELAY:0] 	TXE_delay;
reg [SIG_DELAY:0]	RXF_delay;
assign wr_rdy = TXE_delay[SIG_DELAY] & !TXE_N & !busy;	 
assign rd_rdy = RXF_delay[SIG_DELAY] & !RXF_N & !busy;	 
reg [31:0] 	DATA_reg;
assign 	DATA = OE_N ? DATA_reg : 32'bz;
reg [3:0] 	BE_reg;	
assign 	BE = OE_N ? BE_reg : 4'bz;
reg 	wr_req_q;
reg 	rd_req_q;
reg [9:0]		word_cnt;
reg [3:0] 		ft_FSM;
localparam 		s_IDLE		= 4'b0001,
				s_READ		= 4'b0010,
				s_WRITE 	= 4'b0100,
				s_FINISH 	= 4'b1000;
always@(posedge ft_clk) begin
	if(!sys_nrst) begin
		OE_N <= 1'b1;
		RD_N <= 1'b1;
		WR_N <= 1'b1;
		rd_data <= 0;
		busy <= 0;
		done <= 0;
		data_valid <= 0;
		rd_req_q <= 0;
		wr_req_q <= 0;
		TXE_delay <= 0;
		RXF_delay <= 0;
		DATA_reg <= 0;
		BE_reg 	<= 0;
		word_cnt <= 0;
		ft_FSM <= s_IDLE;
	end
	else begin
		TXE_delay <= {TXE_delay[SIG_DELAY-1:0], !TXE_N};
		RXF_delay <= {RXF_delay[SIG_DELAY-1:0], !RXF_N};
		wr_req_q <= wr_req;
		rd_req_q <= rd_req;
		done <= 0;
		data_valid <= 0;
		case(ft_FSM) 
			s_IDLE: begin
				if((rd_req_q == 0) && (rd_req == 1) && !RXF_N && !busy) begin
					OE_N <= 0;
					word_cnt <= rd_word_cnt;
					busy <= 1'b1;
					ft_FSM <= s_READ;
				end
				else
				if((wr_req_q == 0) && (wr_req == 1) && !TXE_N && !busy) begin
					WR_N <= 0;
					DATA_reg <= wr_data;
					BE_reg <= 4'b1111;
					busy <= 1'b1;
					ft_FSM <= s_WRITE;
				end
				else begin
					OE_N <= 1'b1;
					RD_N <= 1'b1;
					WR_N <= 1'b1;
					busy <= 0;
					ft_FSM <= s_IDLE;
				end
			end
			s_READ: begin
				if(word_cnt == 0) begin
					OE_N <= 1'b1;
					RD_N <= 1'b1;
					done <= 1'b1;
					data_valid <= 1'b1;
					rd_data <= DATA;
					ft_FSM <= s_IDLE;
				end
				else
				if(RXF_N) begin
					OE_N <= 1'b1;
					RD_N <= 1'b1;
					done <= 1'b1;
					ft_FSM <= s_IDLE;
				end
				else begin
					word_cnt <= word_cnt - 1'b1;
					if(RD_N) begin
						RD_N <= 0;
					end
					else begin
						data_valid <= 1'b1;
						rd_data <= DATA;
					end
				end
			end
			s_WRITE: begin
				WR_N <= 1'b1;
				done <= 1'b1;
				ft_FSM <= s_IDLE;
			end
			default:
				ft_FSM <= s_IDLE;
		endcase
	end
end
endmodule
```
**flow/run.sh**
```bash
#!/bin/bash
# OpenROAD 26Q1-2900-gdf79404cd8, Yosys 0.63+post, stock flow scripts
make -C /OpenROAD-flow-scripts/flow DESIGN_CONFIG=/design/flow/config.mk WORK_HOME=/design/flow/orfs finish
```
**flow/config.mk**
```make
export PLATFORM = sky130hd
export DESIGN_NAME = ftdi_xcvr
export DESIGN_NICKNAME = ftdi_xcvr
export VERILOG_FILES = /design/flow/design.v
export SDC_FILE = /design/flow/constraint.sdc
export NUM_CORES = 4
export LEC_CHECK = 1
export CORE_UTILIZATION = 50
```
**flow/constraint.sdc**
```tcl
current_design ftdi_xcvr

set clk_period 5.8
set clk_io_pct 0.2

create_clock -name clk0 -period $clk_period [get_ports {ft_clk}]

set non_clock_inputs [all_inputs -no_clocks]
set_input_delay [expr $clk_period * $clk_io_pct] -clock clk0 $non_clock_inputs
set_output_delay [expr $clk_period * $clk_io_pct] -clock clk0 [all_outputs]
```
==> results.json <==
{
  "cts_htree_levels": 3,
  "edff_count_synth": 0,
  "synthesis.instances": 465,
  "die.size.x_um": 92.36,
  "cts.path.max_buffers": 2,
  "yosys.stat.seqShare_pct": 49.03,
  "die_height_um": 92.36,
  "synth_area_um2": 4083,
  "synth_top_flop_cell": "sky130_fd_sc_hd__dfxtp_1",
  "chip_area_in_the_yosys_report_um2": 4083,
  "syn_area_per_cell_um2": 8.780,
  "outcome": "stopped before the end",
  "holdBufCountCts": 0,
  "yosys_warnings": 3,
  "failing_step": "4_1_cts",
  "fp-utilization_pct": 52.29,
  "clock_sinks": 100,
  "io-pin-count": 124,
  "cts_setup_buffers": 0,
  "yosys-top-cells-area": "sky130_fd_sc_hd__dfxtp_1, sky130_fd_sc_hd__nand2_1, sky130_fd_sc_hd__mux2i_1",
  "globalplace.congestion": 0.8762,
  "synth-async-reset-ratio_pct": 0,
  "synth_area_leader_cell": "sky130_fd_sc_hd__dfxtp_1",
  "port-buffer-count": 87,
  "synth-cells-yosys": 465,
  "ys_seq_elements": 100,
  "flow.first_error": "[error] [KeplerFormal.cpp:679] Workflow failed: Iso has multiple drivers: .BE0, BE[0]$_SDFFE_PN0P_.Q0",
  "synth.top_cell.area_share_pct": 49.03,
  "number_of_buffers_created_by_cts": 9,
  "floorplan.rows": 32,
  "dpl_wire_length_um": 5838,
  "clk_root_buffer_cell": "sky130_fd_sc_hd__clkbuf_8",
  "synth.lib_cells_used.distinct": 57,
  "cts.repair.resized": 0
}
-- per-stage QoR --
stage	cell area (um^2)	setup WS [ns]	hold slack, ns	cells
floorplan	4083	3.182	0.4119	465
global placement	4885	2.148	0.4143	622
detailed placement	4885	2.146	0.4200	622
-- Yosys cell counts, types with 2 or more instances --
master / number
sky130_fd_sc_hd__o31ai_1: 2
sky130_fd_sc_hd__a21oi_1: 46
sky130_fd_sc_hd__nor2b_1: 5
sky130_fd_sc_hd__o211ai_1: 2
sky130_fd_sc_hd__nand3_1: 3
sky130_fd_sc_hd__buf_2: 3
sky130_fd_sc_hd__or4_1: 2
sky130_fd_sc_hd__o21ai_0: 11
sky130_fd_sc_hd__buf_6: 6
sky130_fd_sc_hd__o311ai_1: 3
sky130_fd_sc_hd__mux2i_1: 32
sky130_fd_sc_hd__nor2_1: 15
sky130_fd_sc_hd__a31oi_1: 4
sky130_fd_sc_hd__buf_8: 2
sky130_fd_sc_hd__inv_1: 7
sky130_fd_sc_hd__nor3b_1: 3
sky130_fd_sc_hd__a2bb2oi_1: 2
sky130_fd_sc_hd__o21a_1: 3
sky130_fd_sc_hd__buf_4: 6
sky130_fd_sc_hd__dfxtp_1: 100
sky130_fd_sc_hd__nor3_1: 9
sky130_fd_sc_hd__and2_1: 15
sky130_fd_sc_hd__clkbuf_1: 18
sky130_fd_sc_hd__nand2_1: 133
-- cells by family after synthesis --
family                     count (synthesis)  synth area share [%]
AOI/OAI and AO/OA                         88                 13.21
adders and majority gates                  1                0.3064
buffers and inverters                     45                 6.435
DFF                                      100                 49.03
muxes                                     32                 7.846
and+or+nand+nor                          199                 23.17
